### config.mk
export PLATFORM = sky130hd
export DESIGN_NAME = UART_RX
export DESIGN_NICKNAME = UART_RX
export VERILOG_FILES = /design/flow/design.v
export SDC_FILE = /design/flow/constraint.sdc
export NUM_CORES = 4
export LEC_CHECK = 1
export CORE_UTILIZATION = 30
### constraint.sdc
current_design UART_RX

set clk_period 4.0
set clk_io_pct 0.2

create_clock -name clk0 -period $clk_period [get_ports {clk}]

set non_clock_inputs [all_inputs -no_clocks]
set_input_delay [expr $clk_period * $clk_io_pct] -clock clk0 $non_clock_inputs
set_output_delay [expr $clk_period * $clk_io_pct] -clock clk0 [all_outputs]
### design.v
`timescale 1ns / 1ps
module UART_RX#(parameter uart_rate = 115200)(
    input data,
    input clk,
    output [7:0] code,
    output reg R_O
    );
parameter	nexys_clk = 100_000_000,  
			period = nexys_clk / uart_rate / 2,
			bit0 = 3*period,
			bit1 = 5*period,
			bit2 = 7*period,
			bit3 = 9*period,
			bit4 = 11*period,
			bit5 = 13*period,
			bit6 = 15*period,
			bit7 = 17*period,
			stop = 19*period;
reg [$clog2(stop):0] state = 0;
reg [7:0] code_value;
assign code = code_value;
always @(posedge clk) begin
	if (state == 0) begin  
		R_O <= 0;
		state <= state + 1;
	end
	else if (state <= period)begin  
		if (~data) state <= state + 1;
	end
	else case (state)
		bit0: begin
			code_value[0] <= data;
			state <= state + 1;
		end
		bit1: begin
			code_value[1] <= data;
			state <= state + 1;
		end
		bit2: begin
			code_value[2] <= data;
			state <= state + 1;
		end
		bit3: begin
			code_value[3] <= data;
			state <= state + 1;
		end
		bit4: begin
			code_value[4] <= data;
			state <= state + 1;
		end
		bit5: begin
			code_value[5] <= data;
			state <= state + 1;
		end
		bit6: begin
			code_value[6] <= data;
			state <= state + 1;
		end
		bit7: begin
			code_value[7] <= data;
			state <= state + 1;
		end
		stop: begin
            R_O <= 1;
            state <= 0;
		end
		default: state <= state + 1;
	endcase
end
initial begin
    code_value = 0;
end
endmodule
### run.sh
#!/bin/bash
# OpenROAD 26Q1-2900-gdf79404cd8, Yosys 0.63+post, stock flow scripts
make -C /OpenROAD-flow-scripts/flow DESIGN_CONFIG=/design/flow/config.mk WORK_HOME=/design/flow/orfs finish
==> results.py <==
# Generated from Yosys and OpenROAD reports
metrics = {
    "pwr": {
        "power_switching_uw": 423.1,
        "pwr-share-seq_pct": 58.1,
        "power.density_mw_per_mm2": 634.0,
        "pwr-share-clk_pct": 15.6,
        "ir_worst_vdd_uv": 197.1,
        "p_sw_share_pct": 41.18,
        "p_int_uw": 604.3,
        "power_leakage_nw": 0.5193,
        "combinationalPowerShare_pct": 26.3,
    },
    "final_timing": {
        "slew_viol_final": 0,
        "tns_ns": 0,
        "report.final.hold_viol_count": 0,
        "min_period_over_period_pct": 66.88,
        "fmax_ghz": 0.3738,
        "worst_clock_skew_ns": 0.002997,
        "worst_pin_slew_ns": 0.8270,
        "rsz0062_at_grt": "false",
        "slew_headroom_pct": 44.70,
        "min_period_ns": 2.675,
        "setup_viol": 0,
    },
    "layout": {
        "drive_gt1_share_pct": 13.85,
        "final_area_mm2": 0.001620,
        "logic_area_um2": 659.4,
        "fillers": 468,
        "syn_to_final_growth_pct": 7.202,
        "seq_area_um2": 710.7,
    },
    "clocking": {
        "postCtsSetupRepairBufs": 0,
        "root_buffer": "clkbuf_8",
        "path_clk_slew_ns": 0.08,
        "cts_resized": 0,
        "htreeDepth": 1,
        "cts_buffers": 3,
        "clockBufferDepth": 2,
        "cts_hold_buf": 0,
        "cts_tree": "yes",
        "clk_latency_ns": 0.26,
        "cts.sinks": 24,
    },
    "setup_path": {
        "max_stage_delay_ns": 0.66,
        "reg2reg_depth": 6,
        "path_buffers": 1,
        "worstReg2RegEnd": "state[0]",
        "worstSetupPathType": "flip-flop to flip-flop",
        "crit_path_top_delay_cell": "nand4_1",
        "cp-end-kind": "flip-flop",
        "path_cells": "inv_1 > ha_1 > nand2_1 > or4_1 > o21ai_1 > nand4_1",
        "critPathArrivalTime_ns": 2.43,
        "r2r_start": "state[0]",
        "crit_fanout": 15,
        "cp-start-kind": "flip-flop",
        "critical_path_required_ns": 3.76,
        "cpLargestDelayFamily": "simple AND/OR/NAND/NOR gates",
        "startpoint": "state[0]",
        "ff2ff_setup_slack_ns": 1.32,
    },
    "floorplanning": {
        "core_mm2": 0.004786,
        "rows": 25,
        "chip_area_mm2": 0.005326,
        "die_w_um": 72.98,
        "fp-utilization_pct": 31.58,
        "pin_count": 11,
        "die_y_um": 72.98,
    },
    "synthesis": {
        "synth_warnings": 1,
        "synthCells": 127,
        "syn_area_per_cell_um2": 11.90,
        "ys_cells": 127,
        "ys.flops": 24,
        "ys_area_mm2": 0.001511,
        "ys_seq_share_pct": 47.02,
        "syn_area_mm2": 0.001511,
        "ys_types": 39,
    },
    "global_routing": {
        "grt_max_degree": 16,
        "grt_pass1_vias": 961,
        "antenna_found_initial": 0,
        "grt_pass1_wl_mm": 4.519,
        "grt.total_usage_pct": 11.21,
        "globalRouteOverflowTotal": 0,
    },
    "outcome": {
        "outcome": "finished clean",
    },
    "detailed_routing": {
        "drcViolationCount": 0,
        "postRouteAntennaNets": 0,
        "num_antenna_cells": 0,
        "drtIter0Drc": 101,
        "vias": 993,
        "wire_per_inst_um": 13.35,
        "dr.pass1.iters": 4,
        "routed_via_density": 5.041,
        "wl_mm": 2.630,
    },
    "hold_path": {
        "min_to": "R_O",
        "holdPathStages": 1,
        "hold_path_class": "flip-flop to flip-flop",
        "worstHoldStart": "R_O",
    },
    "flow_run": {
        "openroad.warnings": 27,
        "cap_viol_max_count": 0,
    },
    "placement": {
        "post_dp_cell_area_mm2": 0.001565,
        "place_congestion": 0.9131,
        "hpwl_mm": 1.932,
        "io_buffer_count": 10,
    },
}
cells in the mapped netlist, drive strengths merged:
| cell | instances | share of area, % |
|---|---|---|
| nor4 | 8 | 6.0 |
| nor3b | 1 | 0.50 |
| nor3 | 8 | 3.6 |
| buf | 9 | 6.8 |
| o21ai | 1 | 0.33 |
| nand2b | 4 | 2.2 |
| nand3b | 1 | 0.50 |
| dfxtp | 1 | 1.3 |
| or3 | 2 | 1.2 |
| edfxtp | 23 | 46 |
| or4 | 2 | 0.99 |
| nand2 | 6 | 2.0 |
| clkbuf | 2 | 1.8 |
| nand4b | 1 | 0.58 |
| nor4b | 1 | 0.58 |
| nor2 | 14 | 3.5 |
| o311ai | 1 | 0.58 |
| xnor2 | 6 | 3.5 |
| and3 | 3 | 1.3 |
| ha | 3 | 2.5 |
| a21o | 1 | 0.50 |
| nand4 | 8 | 4.3 |
| and4 | 2 | 1.2 |
| inv | 3 | 0.74 |
| nor2b | 3 | 1.2 |
| xor2 | 7 | 4.1 |
| nand3 | 5 | 2.0 |
| or4b | 1 | 0.66 |
worst register-to-register path, cell delays in order (launching register included):
cell      delay (ns)
edfxtp_1        0.49
inv_1           0.12
ha_1            0.24
nand2_1         0.07
or4_1           0.44
o21ai_1         0.15
nand4_1         0.66
worst max path at each step:
stage | end | depth (start not counted)
CTS | state[3] | 6
global route | state[0] | 6
finish | state[0] | 6
metrics by stage:
step	instances	power [mW]	setup WS (ns)	hold WS, ns	utilization (%)
after floorplan	127	0.8851	1.703	0.4029	-
after global placement	193	0.8594	1.374	0.4383	32.71
after detailed placement	193	0.8643	1.352	0.4556	32.71
after CTS	197	1.027	1.328	0.4752	33.86
after global routing	197	1.098	1.057	0.4943	33.86
final	197	1.027	1.325	0.4651	33.86
metal layers:
metal / part of all wire [%] / GRT usage (%) / vias to the layer above
li1: - / - / 479
met1: 44 / 15.69 / 464
met2: 48 / 17.08 / 46
met3: 7.9 / 4.762 / 4
met4: 0.38 / 1.525 / 0
met5: 0 / 0 / -
kinds of logic after synthesis:
kind of cell               count (synthesis)  synth area share [%]
buffers and inverters                     14                 9.354
and+or+nand+nor                           70                 32.20
adders and majority gates                  3                 2.484
AOI/OAI and AO/OA                          3                 1.407
xor gates and xnor gates                  13                 7.533
DFF                                       24                 47.02
cells in the final DEF, fill, tap and decap left out, drive strengths merged, types with 4 or more instances in the layout:
cell type	instances
clkbuf	4
clkdlybuf4s50	10
edfxtp	23
nand2	6
nand2b	4
nand3	5
nand4	8
nor2	14
nor3	8
nor4	8
xnor2	6
xor2	7
layout make-up:
class / instances / share of cell area [%]
sequential: 24 / 43.86
clock buffer: 4 / 3.398
inverter: 3 / 0.6950
multi-input combinational: 89 / 40.70
timing repair buffer: 10 / 6.178
tap: 67 / 5.174
state kept, by name (all words and copies together) (netlist names):
name        count
R_O             1
code_value      8
state          15
power by group through the flow:
stage     Combinational [mW]  Sequential [mW]  Clock [mW]
6_report               0.270            0.597       0.160
5_1_grt                0.306            0.618       0.174
4_1_cts                0.270            0.593       0.164
No activity file was given, so power comes from the tool's default toggle rates.
