$ cat /design/flow/config.mk
export PLATFORM = sky130hd
export DESIGN_NAME = UART_TX
export DESIGN_NICKNAME = UART_TX
export VERILOG_FILES = /design/flow/design.v
export SDC_FILE = /design/flow/constraint.sdc
export NUM_CORES = 4
export LEC_CHECK = 1
export CORE_AREA = 10 10 97 97
export DIE_AREA = 0 0 107 107
$ cat /design/flow/constraint.sdc
current_design UART_TX

set clk_period 4.1
set clk_io_pct 0.2

create_clock -name clk0 -period $clk_period [get_ports {clk}]

set non_clock_inputs [all_inputs -no_clocks]
set_input_delay [expr $clk_period * $clk_io_pct] -clock clk0 $non_clock_inputs
set_output_delay [expr $clk_period * $clk_io_pct] -clock clk0 [all_outputs]
$ cat /design/flow/design.v
module UART_TX#(parameter uart_rate = 9600)(
    input clk,
    input start,
    input [7:0] data,
    output reg t
    );
parameter	NEXclk = 100_000_000,
			period = NEXclk / uart_rate,
			bit0 = period,
			bit1 = 2*period,
			bit2 = 3*period,
			bit3 = 4*period,
			bit4 = 5*period,
			bit5 = 6*period,
			bit6 = 7*period,
			bit7 = 8*period,
			stop = 9*period,
			ending = 10*period;
reg [$clog2(ending):0] state = 0;
always @(posedge clk) begin
	case (state)
		0: begin
			t <= 1;
			if (start) state <= 1;
		end
		1: begin
			t <= 0;
			state <= state + 1;
		end
		bit0: begin
			t <= data[0];
			state <= state + 1;
		end
		bit1: begin
			t <= data[1];
			state <= state + 1;
		end
		bit2: begin
			t <= data[2];
			state <= state + 1;
		end
		bit3: begin
			t <= data[3];
			state <= state + 1;
		end
		bit4: begin
			t <= data[4];
			state <= state + 1;
		end
		bit5: begin
			t <= data[5];
			state <= state + 1;
		end
		bit6: begin
			t <= data[6];
			state <= state + 1;
		end
		bit7: begin
			t <= data[7];
			state <= state + 1;
		end
		stop:	begin
            t <= 1;
            state <= 0;
		end
		ending: begin
		end
		default: state <= state + 1;
	endcase
end
endmodule
$ cat /design/flow/run.sh
#!/bin/bash
# OpenROAD 26Q1-2900-gdf79404cd8, Yosys 0.63+post, stock flow scripts
make -C /OpenROAD-flow-scripts/flow DESIGN_CONFIG=/design/flow/config.mk WORK_HOME=/design/flow/orfs finish
==> Changelog: implementation <==
### Physical design

* Post-Place Worst Slack at 1.58 ns
* Mapped Cells at 158
* TritonRoute pass-1 iters at 4
* Routed Antenna Nets at 0
* Classification of the worst-slack hold path: flop to flop
* Top-Level Pins at 11
* Layout-stage area growth over the synthesis result at 14.4%
* Antenna violations before repair at 0
* Number of global-route vias before repair at 1,104
* Cell with the largest stage delay on the worst path: nor4_1
* Commonest cells after routing, fill and taps aside: 19 x edfxtp_1, 18 x nor2_1, 15 x nand2_1, 10 x clkdlybuf4s50_1
* Final-report hold violation count at 0
* Avg Cell Area, Syn at 9.40 um2
* CTS max path bufs at 2
* 1st-iter DRT viols at 92
* DRC Markers at 0
* Clock-pin slew on the worst setup and hold paths at 0.08 ns
* Post-synthesis chip area from yosys at 1490 um2
* Leakage power total at 0.545 nW
* Worst-Margin Slew at 0.684 ns
* Maximum Capacitance Violations at 0
* Setup-failing EPs final at 0
* Seq. cell area at 571 um2
* Max Transition Viols Final at 0
* Shortest period the worst path allows at 2.58 ns
* Placer's final routability congestion estimate at 0.943
* Critical setup path kind: flop to flop
* Cts repair resizes at 0
* Largest incremental delay on the critical path at 0.67 ns
* Final critical-path share of the clock period at 62.8%
* Instance count on the critical path at 5
* Primary FF master, synth: edfxtp_1
* Maximum fanout encountered on the critical timing path at 10
* Logic area at 821 um2
* Fin worst setup slack at 1.52 ns
* Cell variety after synth at 44
* Floorplan die height at 107 um
* Reg2reg start: state[10]
* Cell Chain, Critical Path: nor4_1 > nand4_2 > or2_1 > o32a_1 > buf_4
* Remaining Overflow, GRT at 0
* Via Count at 1,177
* Commonest Layout Cell: edfxtp_1
* Share of layout cells above drive strength 1 at 9.82%
* Number of antenna cells inserted at 0
* Yosys stat cell total at 158
* Clock Skew at 0.00806 ns
* Total global-route track usage at 5.69%
* Capture point of the worst reg-to-reg path: state[0]
* Total power at 0.775 mW
* Area of the mapped netlist at 1490 um2
* Final wirelength at 3.28 mm
* Endpoint class of the critical path: flop
* Slew Limit Headroom at 54.0%
* Post-CTS repair timing setup buffer count at 0
* Root cell of the clock tree: clkbuf_8
* Source of the worst hold timing path: state[15]
* Number of sinks on the clock net at 19
* Final hold slack at 0.697 ns
* Reg2reg setup slack at 1.52 ns
* Worst-skew pair later-pin latency at 0.26 ns
* Number of CTS-inserted buffers at 3
* Sequential share of power at 55.0%
* Worst Reg2Reg Path Length in Cells at 5
* Required @ worst endpoint at 4.13 ns
* Estimated wirelength of the detail-placed design at 2.42 mm
* Fill count at 780
* Placeable core region at 7290 um2
* Comb power frac at 27.8%
* Internal Dissipation at 0.475 mW
* Clock group share of total power at 17.1%
* Clock tree from TritonCTS: yes
* Count of warnings emitted by yosys at 1
* Avg WL per Cell at 12.5 um
* Pin count of the biggest net entering global routing at 13
* CP Launch Point: state[10]
* Number of levels in the clock H-tree at 1
* Proportion of synthesized flip-flops having asynchronous set or reset at 0%
* Combined buffer and inverter count along the critical path at 1
* Width of the die at 107 um
* Switching fraction of total power at 38.7%
* Num rows at 31
* Upper clock frequency limit at 0.388 GHz
* Overall chip area at 11,400 um2
* Worst path arrival time at 2.60 ns
* Buffers added on ports at 10
* Final sum of negative setup slack at 0 ns
* Net switching power of the design at 0.300 mW
* Starting utilization of the core area at 20.4%
* Status: finished, final reports clean
* Mean number of vias per cell at 4.49
* Post-synth regs at 19
* First-pass GRT wire length at 5.39 mm
* Number of OpenROAD warnings at 27
* RSZ-0062 raised after global routing: no
* # hold bufs at CTS at 0
* Worst supply voltage drop on vdd at 108 uV
* Power Dens Cells at 456 nW/um2
* Critical path capture point: state[0]
* Number of synthesized flops with an enable pin at 19
* CP delay by family, top: simple AND/OR/NAND/NOR gates
* Register share after synthesis at 38.4%
* Startpoint kind of the worst setup timing path: flop
flip-flops by register name (all words and copies together) (netlist names):
| name | flops |
|---|---|
| state | 18 |
| t | 1 |
stage by stage:
stage	area (um2)	cells	utilization (%)
floorplan	1490	158	-
global placement	1650	258	22.7
detailed placement	1650	258	22.7
global route	1700	262	23.3
finish	1700	262	23.3
CTS	1700	262	23.3
worst reg2reg max path, stage by stage (launching register included):
cell and delay (ns):
edfxtp_1 0.53, nor4_1 0.67, nand4_2 0.23, or2_1 0.31
o32a_1 0.34, buf_4 0.25
cell type report:
class,instances,area share (%)
Clock buffer,3,2.43
Clock inverter,1,0.295
Inverter,8,1.77
Multi-Input combinational cell,121,48.3
Sequential cell,19,33.6
Tap cell,99,7.29
Timing Repair Buffer,11,6.33
power by group through the flow:
stage | clock network (mW) | logic, mW | registers (mW)
4_1_cts | 0.135 | 0.216 | 0.422
5_1_grt | 0.142 | 0.245 | 0.439
6_report | 0.133 | 0.216 | 0.426
worst min path at each step:
stage	end	slack [ns]	cells after the start
5_1_grt	state[15]	0.74	1
4_1_cts	state[15]	0.70	1
6_report	state[15]	0.70	1
synthesized netlist by cell type (2+ instances only):
| cell | number | area [um2] |
|---|---|---|
| buf_4 | 3 | 22.5 |
| a21oi_1 | 2 | 10.0 |
| xnor2_1 | 7 | 61.3 |
| nor3_1 | 7 | 35.0 |
| nand2_1 | 15 | 56.3 |
| or4_4 | 2 | 22.5 |
| nor4bb_1 | 3 | 30.0 |
| ha_1 | 3 | 37.5 |
| o21ai_0 | 2 | 10.0 |
| edfxtp_1 | 19 | 571 |
| nor4_1 | 4 | 25.0 |
| nand4_1 | 5 | 31.3 |
| or3_1 | 6 | 37.5 |
| buf_2 | 6 | 30.0 |
| xor2_1 | 8 | 70.1 |
| or4_1 | 2 | 15.0 |
| inv_1 | 8 | 30.0 |
| and3b_1 | 2 | 17.5 |
| nand3b_1 | 2 | 15.0 |
| nand3_1 | 8 | 40.0 |
| nand4_2 | 2 | 25.0 |
| nor2_1 | 18 | 67.6 |
| nor2b_1 | 3 | 18.8 |
metal layers:
layer	vias up	part of all wire (%)	GRT usage (%)
met5	-	0	0
met3	4	6.6	1.27
met2	51	40	8.17
li1	591	-	-
met1	531	52	8.84
met4	0	0.92	0.484
logic make-up (layout without fill, tap and decap cells):
| logic type | after synthesis | after routing | synth area share [%] |
|---|---|---|---|
| AND-OR/OR-AND | 12 | 12 | 6.40 |
| XOR/XNOR | 15 | 15 | 8.85 |
| adder cells (fa/ha/maj) | 3 | 3 | 2.53 |
| buffers and inverters | 18 | 23 | 6.32 |
| flip-flops | 19 | 19 | 38.4 |
| AND/OR/NAND/NOR | 91 | 91 | 37.5 |
No activity file was given, so power comes from the tool's default toggle rates.
